`design/flow/design.v`:
```
`timescale 1ns / 1ps
module floating_regfile(
    input [4:0] f_read_addr1, input [4:0] f_read_addr2,
    input [31:0] f_data,input [31:0] f_data2, input f_WE,input f_WE2, input clk,
    input [4:0] f_write_addr,input [4:0] f_write_addr2,
    output [31:0] f_read1, output [31:0] f_read2
);
    reg [31:0] f_reg_file [31:0];
    assign f_read1 = f_reg_file[f_read_addr1];
    assign f_read2 = f_reg_file[f_read_addr2];
    initial begin
        f_reg_file[0] <= 32'b01000000011000000000000000000000;
        f_reg_file[1] <= 32'b00111111101000000000000000000000;
        f_reg_file[2] <= 32'b01000000000011100001010001111011;
        f_reg_file[3] <= 32'h0000000c;
        f_reg_file[22] <= 32'h00000000; 
    end
    always @(posedge clk) begin
        if (f_WE) begin
            f_reg_file[f_write_addr] <= f_data;
        end
        if (f_WE2) begin
            f_reg_file[f_write_addr2] <= f_data2;
        end
    end
endmodule
```
`design/flow/run.sh`:
```
#!/bin/bash
# OpenROAD 26Q1-2900-gdf79404cd8, Yosys 0.63+post, stock flow scripts
make -C /OpenROAD-flow-scripts/flow DESIGN_CONFIG=/design/flow/config.mk WORK_HOME=/design/flow/orfs finish
```
`design/flow/config.mk`:
```
export PLATFORM = sky130hd
export DESIGN_NAME = floating_regfile
export DESIGN_NICKNAME = floating_regfile
export VERILOG_FILES = /design/flow/design.v
export SDC_FILE = /design/flow/constraint.sdc
export NUM_CORES = 4
export LEC_CHECK = 1
export CORE_UTILIZATION = 40
```
`design/flow/constraint.sdc`:
```
current_design floating_regfile

set clk_period 5.8
set clk_io_pct 0.2

create_clock -name clk0 -period $clk_period [get_ports {clk}]

set non_clock_inputs [all_inputs -no_clocks]
set_input_delay [expr $clk_period * $clk_io_pct] -clock clk0 $non_clock_inputs
set_output_delay [expr $clk_period * $clk_io_pct] -clock clk0 [all_outputs]
```
==> summary.txt <==
Flow results are below.

- The flow ran to the end, and the final reports show no timing, DRC or antenna violations.
- The detailed-route wire length per cell is 33.31 µm, for reference.
- The leakage power is 25.54 nW, for reference.
- The share of the synthesized area in the top cell type is 0.4990, for reference.
- The chip area from the yosys synthesis statistics is around 62000 µm², for reference.
- The maximum fanout count along the critical path is 11, for reference.
- The proportion of register bits with asynchronous set or reset after synthesis is 0, for reference.
- Measured against its own limit, the worst slew margin works out to 0.3888.
- Of the synthesized area, sequential elements account for 0.4990.
- The flop and latch count out of synthesis is approximately 1000, for reference.
- The worst setup path is of the in2out kind.
- The maximum ir drop on the vdd rail is roughly 290 µV, for reference.
- TritonCTS built the clock tree.
- The total routing usage reported by global routing is 0.3099, for reference.
- The setup TNS is 0 ns, for reference.
- The kind of start point of the critical path is an input port, for reference.
- According to the floorplan report, the die width is 394.5 µm.
- In this run the worst setup path begins at f_read_addr2[2].
- CTS reports a maximum clock tree buffer depth of 3.
- The y dimension of the die is 394.5 µm, for reference.
- The core utilization before placement is 0.4042, for reference.
- Power comes to 17.93 mW.
- The clock net in this run drives a total of about 1000 sinks.
- Per the final layout report, the fraction of cells sized above drive strength 1 comes to 0.2895.
- The most used cell along the critical path is sky130_fd_sc_hd__clkdlybuf4s50_1, for reference.
- The total non-filler cell area in the finished layout is between 70000 and 80000 µm², for reference.
- The highest clock rate is approximately 190 MHz, for reference.
- The number of input and output port buffers inserted is 150, for reference.
- The count of distinct cell types in the synthesized netlist is 37, for reference.
- The cell family with the largest share of critical-path delay is buffers and inverters, for reference.
- The instance area at placement is 66720 µm², for reference.
- The worst setup path is captured at an output port.
- The violation tally recorded at the end of detailed-routing iteration 0 is 3003.
- The area growth from synthesis to layout is 14.12%, for reference.
- The final hold violation count recorded for this run is 0.
- Dividing the synthesized area by the synthesized cell count gives around 13 µm².
- The library cell contributing the largest single delay on the critical path is sky130_fd_sc_hd__clkdlybuf4s50_1, for reference.
- The signal on the critical path passes through clkdlybuf4s50_1 -> nor2b_4 -> buf_4 -> a22o_1 -> nor3_1 -> a31oi_1 -> nand3_1 -> clkdlybuf4s50_1.
- The final number of setup-violating endpoints is 0, for reference.
- The number of setup buffers added after CTS is 0, for reference.
- The final worst-path cycle share is 0.9107, for reference.
- The number of maximum-capacitance violations recorded for the run is 0.
- The total iterations of the first detailed-routing run is 5, for reference.
- The data required time of the worst path is roughly 4.6 ns, for reference.
- The total number of vias is 43030, for reference.
- The total congestion overflow is 0, for reference.
- Note that the worst hold path type here is in2reg.
- The worst hold path begins at f_data[26].
- The end of the worst hold path is f_reg_file[12][26], for reference.
- The number of gates resized after CTS is 0, for reference.
- By area the synthesized netlist is led by sky130_fd_sc_hd__edfxtp_1 50%, sky130_fd_sc_hd__mux2i_1 17%, sky130_fd_sc_hd__mux2_2 16%.
- The number of antenna violations at the first check in global routing was 12.
- The register with the most flip-flops in the layout has 1024 of them.
- The buffering stage count on the worst path with inverters included is 3, for reference.
- In this run, CTS created clock tree buffers numbering around 120.
- The HPWL reported at the end of detailed placement is 134700 µm, for reference.
- Looking at the worst setup and hold paths, the clock pins of their registers show a slew of ~0.06 ns.
- Setup repair after global routing left no endpoint under its margin.
- The OpenROAD warning count is 26, for reference.
- The placer's final routability congestion estimate is 0.9322, for reference.
- The hold buffer count at CTS is 0, for reference.
- The synthesized netlist occupies a cell area of 61620 µm².
- The data arrival time of the critical path is 4.12 ns, for reference.
- The synthesized netlist cell count is 4755, for reference.
- After floorplanning, the die was sized to cover 155600 µm².
- The dominant synthesized flop cell is sky130_fd_sc_hd__edfxtp_1, for reference.
- The number of synthesis warnings is 1, for reference.
- The cell type with the largest total area after synthesis is sky130_fd_sc_hd__edfxtp_1, for reference.
- The largest single stage delay on the critical path is 0.72 ns.
- The final count of pins violating max slew is 0, for reference.
- The boundary pin count is 151, for reference.
- After floorplanning, the core was sized to cover 152400 µm².
- The cell count in the Yosys report is approximately 4800, for reference.
- Per the post-place timing report, worst setup slack is 0.6317 ns.
- The floorplan has approximately 140 rows.
- The post-synth count of flops with an enable pin is 1024.
- The slew at the pin closest to its max-slew limit is 0.9133 ns, for reference.
- TritonRoute reported its final design rule violation total as 0.
- The final instance count without filler cells is ~6900, for reference.
- Once detail routing completed, the nets flagged for antenna violations numbered 0.
- The power density over the cells is 254.9 nW/µm², for reference.
- The number of fillers in the final layout is 13460, for reference.
- Subtracting the final worst setup slack from the clock period gives 5.282 ns.
- Once routing completed, OpenROAD measured the worst setup slack at between 0.5 and 0.6 ns.
- After detailed placement, the design holds a cell count of ~6700.
- The routed wire length is 229300 µm, for reference.
- The global-route wire length before repair is 324300 µm, for reference.
- The largest registers in the layout are f_reg_file x1024.
- The worst hold path stage count is 3, for reference.
- The library cell used as clock root buffer is sky130_fd_sc_hd__clkbuf_16, for reference.
- The register with the most flip-flops in the final layout is f_reg_file.
- The via-per-instance ratio is 6.251, for reference.
- The via count of the first global-routing pass is 44030.
- The maximum number of pins on one net before global-route repair is approximately 60, for reference.
- The H-tree depth is 3, for reference.
==> area by class of cell <==
class,instances,area (µm²),share of cell area
diodes,4,10.01,0.0001423
flip-flops and latches,1024,30750,0.4372
clock inverters,66,564.3,0.008024
repair buffers,432,4467,0.06351
well taps,2030,2540,0.03612
multi-input cells,3182,28960,0.4118
clock buffers,146,3037,0.04318
==> report_power, final <==
part / switching, mW / total (mW) / leakage [nW] / internal (mW)
combinational: 1.38 / 2.39 / 14.6 / 1.01
sequential: 0.0734 / 8.41 / 9.25 / 8.34
clock: 3.17 / 7.13 / 1.74 / 3.96
total: 4.62 / 17.9 / 25.5 / 13.3
==> cell families after synthesis <==
| logic type | Yosys count | synth area share |
|---|---|---|
| compound gates | 608 | 0.06660 |
| simple gates | 526 | 0.04065 |
| mux | 2048 | 0.3534 |
| buf+inv | 549 | 0.04032 |
| flops | 1024 | 0.4990 |
==> cells in the final DEF (no fill, tap or decap), types with 6 or more instances in the layout <==
cell,Yosys,layout
sky130_fd_sc_hd__clkbuf_1,295,29
sky130_fd_sc_hd__clkinv_1,0,32
sky130_fd_sc_hd__nor3_1,64,64
sky130_fd_sc_hd__clkinv_2,0,17
sky130_fd_sc_hd__nand2_2,0,18
sky130_fd_sc_hd__o21ai_4,0,16
sky130_fd_sc_hd__mux2_2,878,878
sky130_fd_sc_hd__mux2i_1,1024,1024
sky130_fd_sc_hd__nand2_1,212,194
sky130_fd_sc_hd__a31oi_1,64,64
sky130_fd_sc_hd__buf_4,49,215
sky130_fd_sc_hd__a22oi_1,192,192
sky130_fd_sc_hd__bufinv_16,0,6
sky130_fd_sc_hd__clkbuf_16,0,117
sky130_fd_sc_hd__mux2_1,146,146
sky130_fd_sc_hd__nand3_1,195,195
sky130_fd_sc_hd__nand3b_1,7,7
sky130_fd_sc_hd__edfxtp_1,1024,1024
sky130_fd_sc_hd__buf_12,0,67
sky130_fd_sc_hd__nor2_4,4,18
sky130_fd_sc_hd__a21oi_1,192,192
sky130_fd_sc_hd__clkdlybuf4s50_1,0,148
sky130_fd_sc_hd__a22o_1,128,128
sky130_fd_sc_hd__o22ai_4,0,16
==> how the worst max path moves through the flow <==
stage / to / slack (ns) / cells past startpoint
after CTS: f_read2[26] / 0.61 / 8
after global routing: f_read2[26] / 0.41 / 8
final: f_read2[26] / 0.52 / 8
==> metrics by stage <==
stage | util | hold WS, ns
CTS | 0.4613 | 1.360
detailed placement | 0.4377 | 2.192
floorplan | - | 1.364
finish | 0.4613 | 1.414
global placement | 0.4377 | 2.188
global route | 0.4613 | 1.437
==> metal layers <==
layer,wire length (µm),part of all wire,GRT usage,vias to the layer above
met2,102000,0.45,0.4490,2546
met4,10110,0.044,0.1080,14
met1,84590,0.37,0.4013,21520
met5,373,0.0016,0.01324,-
li1,-,-,-,18450
met3,32190,0.14,0.1728,501
==> cells in the mapped netlist, types with 7 or more instances <==
library cell,number
sky130_fd_sc_hd__edfxtp_1,1024
sky130_fd_sc_hd__mux2i_1,1024
sky130_fd_sc_hd__mux2_2,878
sky130_fd_sc_hd__clkbuf_1,295
sky130_fd_sc_hd__nand2_1,212
sky130_fd_sc_hd__nand3_1,195
sky130_fd_sc_hd__a21oi_1,192
sky130_fd_sc_hd__a22oi_1,192
sky130_fd_sc_hd__buf_2,173
sky130_fd_sc_hd__mux2_1,146
sky130_fd_sc_hd__a22o_1,128
sky130_fd_sc_hd__a31oi_1,64
sky130_fd_sc_hd__nor3_1,64
sky130_fd_sc_hd__buf_4,49
sky130_fd_sc_hd__buf_1,28
sky130_fd_sc_hd__o21ai_0,16
sky130_fd_sc_hd__o22ai_1,16
sky130_fd_sc_hd__nor2_2,10
sky130_fd_sc_hd__nand3b_1,7
No activity file was given, so power comes from the tool's default toggle rates.
