**/design/flow/config.mk**
```make
export PLATFORM = sky130hd
export DESIGN_NAME = floating_alu
export DESIGN_NICKNAME = floating_alu
export VERILOG_FILES = /design/flow/design.v
export SDC_FILE = /design/flow/constraint.sdc
export NUM_CORES = 4
export LEC_CHECK = 1
export CORE_UTILIZATION = 40
```
**/design/flow/constraint.sdc**
```tcl
current_design floating_alu

set clk_period 37.3
set clk_io_pct 0.2

create_clock -name clk0 -period $clk_period

set non_clock_inputs [all_inputs -no_clocks]
set_input_delay [expr $clk_period * $clk_io_pct] -clock clk0 $non_clock_inputs
set_output_delay [expr $clk_period * $clk_io_pct] -clock clk0 [all_outputs]
```
**/design/flow/design.v**
```verilog
`timescale 1ns / 1ps
module fp_adder(
    input  [31:0] a,
    input  [31:0] b,
    output reg [31:0] sum
);
  reg         a_sign, b_sign;
  reg [7:0]   a_exp,  b_exp;
  reg [22:0]  a_frac, b_frac;
  reg [23:0]  a_mant, b_mant;
  reg         op1_sel;
  reg         op1_sign, op2_sign;
  reg [7:0]   exp_large;
  reg [23:0]  op1_mant, op2_mant;
  reg [7:0]   exp_diff;
  reg [27:0]  op1_ext, op2_ext;
  reg [27:0]  mant_sum;
  reg         result_sign;
  reg [27:0]  mant_norm;      
  reg [7:0]   exp_result;     
  integer i;
  integer found;            
  integer shift;            
  reg [23:0]  mantissa_final;  
  reg [2:0]   round_bits;      
  always @(*) begin
    a_sign = a[31];
    b_sign = b[31];
    a_exp  = a[30:23];
    b_exp  = b[30:23];
    a_frac = a[22:0];
    b_frac = b[22:0];
    a_mant = (a_exp == 0) ? {1'b0, a_frac} : {1'b1, a_frac};
    b_mant = (b_exp == 0) ? {1'b0, b_frac} : {1'b1, b_frac};
    if ((a_exp > b_exp) || ((a_exp == b_exp) && (a_mant >= b_mant))) begin
      op1_sel   = 1;         
      op1_sign  = a_sign;
      op2_sign  = b_sign;
      exp_large = a_exp;
      op1_mant  = a_mant;
      op2_mant  = b_mant;
      exp_diff  = a_exp - b_exp;
    end
    else begin
      op1_sel   = 0;         
      op1_sign  = b_sign;
      op2_sign  = a_sign;
      exp_large = b_exp;
      op1_mant  = b_mant;
      op2_mant  = a_mant;
      exp_diff  = b_exp - a_exp;
    end
    op1_ext = {1'b0, op1_mant, 3'b000};
    op2_ext = {1'b0, op2_mant, 3'b000} >> exp_diff;
    if (op1_sign == op2_sign) begin
      mant_sum    = op1_ext + op2_ext;
      result_sign = op1_sign;   
    end
    else begin
      mant_sum    = op1_ext - op2_ext;
      result_sign = op1_sign;
    end
    if (mant_sum[27] == 1'b1) begin
      mant_norm  = mant_sum >> 1;
      exp_result = exp_large + 1;
    end
    else begin
      if (mant_sum != 0) begin
        shift = 0;
        found = 0;         
        mant_norm = mant_sum;
        for (i = 26; i >= 0; i = i - 1) begin
          if (!found && mant_norm[i] == 1'b1) begin
            shift = 26 - i;
            found = 1;   
          end
        end
        mant_norm  = mant_norm << shift;
        exp_result = exp_large - shift;
      end
      else begin
        mant_norm  = 0;
        exp_result = 0;
      end
    end
    mantissa_final = mant_norm[26:3];
    round_bits     = mant_norm[2:0];
    if ((round_bits > 3'b100) ||
        ((round_bits == 3'b100) && (mantissa_final[0] == 1'b1))) begin
      mantissa_final = mantissa_final + 1;
      if (mantissa_final == 24'h800000) begin
        mantissa_final = mantissa_final >> 1;
        exp_result = exp_result + 1;
      end
    end
    sum = {result_sign, exp_result, mantissa_final[22:0]};
  end
endmodule
module floating_alu(
    input [5:0] f_alu_operation,
    input [31:0] f_input1,
    input [31:0] f_input2,
    output [31:0] f_output1,
    output [31:0] f_output2,
    output f_is_zero
);
wire[31:0] f_added;
wire [31:0]b;
    fp_adder fpa(
    .a(f_input1),
    .b(b) ,
    .sum(f_added)
);
    assign b= (f_alu_operation == 6'd1) ?  f_input2:
              (f_alu_operation == 6'd2) ?  {1'd1,f_input2[30:0]}:
              {1'd1,f_input2[30:0]};
    assign f_output1 = (f_alu_operation == 6'd1) ? (f_added) :
                     (f_alu_operation == 6'd2) ? (f_added) :
                     (f_alu_operation == 6'b000011 && f_added==32'd0) ?  (32'd1):
                     (f_alu_operation == 6'b000100 && (f_added==32'd0 ||f_added[31]==1'b1) )? (32'd1) :
                     (f_alu_operation == 6'b000101 && (f_added[31]==1'b1)) ? (32'd1) :
                     (f_alu_operation == 6'b000110 && (f_added==32'd0 ||f_added[31]==1'b0) ) ? (32'd1) :
                     (f_alu_operation == 6'b000111 && (f_added!=32'd0 ||f_added[31]==1'b0) ) ? (32'd1) :
                     32'h00000000;
    assign output2 = 32'h00000000;
    assign f_is_zero = (f_output1 == 32'h00000000) ? 1'b1 : 1'b0;
endmodule
```
**/design/flow/run.sh**
```bash
#!/bin/bash
# OpenROAD 26Q1-2900-gdf79404cd8, Yosys 0.63+post, stock flow scripts
make -C /OpenROAD-flow-scripts/flow DESIGN_CONFIG=/design/flow/config.mk WORK_HOME=/design/flow/orfs finish
```
==> reports/qor.csv <==
stage;metric;value;unit
outcome;status;complete, no violations;
sta;rsz0062_at_grt;no;
drt;antenna_cells;0;
place;dp_slack;7520;ps
floorplanning;fp.dieW;177;µm
power;peakVddDrop;0.0174;mV
job;tool_warnings;64;
synth;synth.avg_cell_area;6.37;µm²
drt;wl_per_cell;24.0;µm
sta;layout_min_cycle_time;30060;ps
final_layout;drive_gt1_frac;0.0671;
synth;top_area_frac;0.0993;
synth;yosys_warnings;34;
critical_path;crit_path_start_kind;input pin;
sta;drv_slew;0;
floorplanning;dieHeight;177;µm
min_path;hold_start;f_alu_operation[4];
place;gp_congestion;1.05;
cts;postCtsHoldBufs;0;
sta;finalSetupViolCount;0;
grt;grt_pass1_vias;13840;
synth;synthCells;1918;
place;dp_hpwl;46200;µm
drt;routed_via_density;6.45;
final_layout;postLayoutCellArea;13500;µm²
synth;top_cells_by_area;ha_1 9.9%, mux2i_1 6.1%, a21oi_1 6.0%, o21ai_0 5.8%, nand2_1 5.7%;
grt;antenna_found_initial;0;
grt;grt_max_degree;69;
sta;worst_slew_pin_slew;1220;ps
final_layout;ff_count;0;
power;combPwrFrac;1.000;
sta;fin_tns_setup;0;ps
power;p_clk_frac;0;
job;max-cap-violations;0;
synth;synth-seq-area-share;0;
min_path;hold_end;f_output1[0];
synth;netlist_top_cells_count;186 x nand2_1, 186 x nor2_1, 146 x a21oi_1, 141 x o21ai_0, 110 x inv_1;
drt;drt-total-wl;56200;µm
sta;fin_crit_sh;0.806;
cts;ctsResizeCount;0;
place;port_buffers;103;
place;place_area;13500;µm²
floorplanning;rows;63;
final_layout;clkbuf_count;0;
critical_path;worst_path_max_delay_cell;o221ai_1;
power;p_seq_frac;0;
drt;drtAntennaViolNets;0;
power;power_switching;351;µW
power;power.leakage;0.00559;µW
synth;top_area_cell;ha_1;
sta;slew_headroom;0.179;
final_layout;area_growth;10.3;%
critical_path;critPathMaxFanout;39;
critical_path;crit_type;in -> out;
sta;max_freq;0.0333;GHz
synth;synth_chip_area;12200;µm²
power;p_sw_frac;0.671;
floorplanning;ios;135;
min_path;min_path_cells;4;
sta;setup_slack;7240;ps
sta;hold_ws;15980;ps
grt;global_route.overflow_total;0;
synth;ys_cells;1918;
drt;via_count;15109;
floorplanning;fp_util;0.409;
sta;hold_violations;0;
grt;grtUsageTotal;0.361;
final_layout;final_cells;2342;
floorplanning;core_area;29900;µm²
drt;first_pass_iters;5;
place;dp.cells;2342;
power;p_int;172;µW
drt;drtIter0Drc;1635;
cts;cts_setup_buffers;0;
critical_path;cp.arrival;22600;ps
synth;netlist_area;12200;µm²
grt;grt_pass1_wl;84900;µm
power;power_density;38.7;nW/µm²
drt;drc;0;
synth;ys_types;110;
floorplanning;chip_area;31300;µm²
critical_path;cp.required;29840;ps
critical_path;cp-end-kind;primary output;
final_layout;fillers;3178;
final_layout;flop_area;0;µm²
min_path;hold_class;in -> out;
critical_path;cpPeakStageDelay;720;ps
per-stage QoR:
stage / util / total power (µW)
detailed placement: 0.451 / 503
finish: 0.451 / 522
floorplan: - / 347
global route: 0.451 / 559
global placement: 0.451 / 510
CTS: 0.451 / 506
worst max-delay path: cells and delay by family:
kind | cells | cell delay [ps]
AND-OR/OR-AND | 24 | 5850
buffers and inverters | 5 | 2050
adder cells (fa/ha/maj) | 2 | 790
multiplexers | 2 | 560
AND/OR/NAND/NOR | 19 | 5820
power by group through the flow:
stage / clock (µW) / combinational (µW) / sequential, µW
CTS: 0 / 506 / 0
global route: 0 / 559 / 0
finish: 0 / 522 / 0
per-layer routing:
layer	vias up	GRT usage	share of wire
met2	714	0.540	0.42
met3	130	0.0828	0.090
met4	2	0.125	0.042
met1	7065	0.506	0.44
li1	7198	-	-
met5	-	0.0240	0.0018
cells in the final DEF, fill, tap and decap left out, types with 34 or more instances in the layout:
| cell type | Yosys | final |
|---|---|---|
| a211oi_1 | 38 | 38 |
| nor2_1 | 186 | 186 |
| a21oi_1 | 146 | 146 |
| a21o_1 | 36 | 36 |
| buf_4 | 35 | 38 |
| inv_1 | 110 | 110 |
| clkdlybuf4s50_1 | 0 | 103 |
| xnor2_1 | 46 | 45 |
| nand3_1 | 83 | 83 |
| o21ai_0 | 141 | 141 |
| nor3_1 | 52 | 52 |
| and3_1 | 34 | 34 |
| nand4_1 | 34 | 34 |
| mux2i_1 | 75 | 75 |
| nand2_1 | 186 | 186 |
| ha_1 | 97 | 96 |
how the worst max path moves through the flow:
stage / depth (start not counted) / to / start
final: 52 / f_is_zero / f_input1[23]
after global routing: 52 / f_is_zero / f_input1[23]
after CTS: 52 / f_is_zero / f_input1[23]
final cells by class:
type,instances,area [µm²],share of cell area
inverters,113,424,0.0315
multi-input cells,1698,11300,0.835
well taps,390,488,0.0362
repair buffers,141,1320,0.0976
cell families after synthesis:
kind of cell    share of synthesized area
other cells                      0.000307
fa+ha+maj                           0.106
simple gates                        0.309
mux                                0.0803
xor+xnor                           0.0479
compound gates                      0.366
buf+inv                            0.0907
Power and IR drop assume default switching activity.
