File: /design/flow/config.mk
export PLATFORM = sky130hd
export DESIGN_NAME = instr_fetch
export DESIGN_NICKNAME = instr_fetch
export VERILOG_FILES = /design/flow/design.v
export SDC_FILE = /design/flow/constraint.sdc
export NUM_CORES = 4
export LEC_CHECK = 1
export CORE_AREA = 10 10 70 70
export DIE_AREA = 0 0 80 80
File: /design/flow/constraint.sdc
current_design instr_fetch

set clk_period 1.9
set clk_io_pct 0.2

create_clock -name clk0 -period $clk_period

set non_clock_inputs [all_inputs -no_clocks]
set_input_delay [expr $clk_period * $clk_io_pct] -clock clk0 $non_clock_inputs
set_output_delay [expr $clk_period * $clk_io_pct] -clock clk0 [all_outputs]
File: /design/flow/design.v
`timescale 1ns / 1ps
module instr_fetch(input [14:0] addr, output [31:0] instr);
    reg [31:0] instr_mem[31:0];
    initial begin
instr_mem[0]  <= 32'b000001_00000_00001_0000000000000001;
instr_mem[1]  <= 32'b010000_00100_00001_0000000000010010;
instr_mem[2]  <= 32'b000010_00001_00010_00000_00000_000001;
instr_mem[3]  <= 32'b010100_00010_00000_0000000000010000;
instr_mem[4]  <= 32'b100001_00011_00010_01001_00000_000000;
instr_mem[5]  <= 32'b001110_01001_00101_0000000000000000;
instr_mem[6]  <= 32'b001110_01001_00110_0000000000000001;
instr_mem[7]  <= 32'b101100_00110_00101_00111_00000_000000;
instr_mem[8]  <= 32'b010000_00000_00111_0000000000001110;
instr_mem[9]  <= 32'b000001_00110_01000_0000000000000000;
instr_mem[10] <= 32'b000001_00101_00110_0000000000000000;
instr_mem[11] <= 32'b000001_01000_00101_0000000000000000;
instr_mem[12] <= 32'b001111_01001_00101_0000000000000000;
instr_mem[13] <= 32'b001111_01001_00110_0000000000000001;
instr_mem[14] <= 32'b000010_00010_00010_00000_00000_000001;
instr_mem[15] <= 32'b011000_00000000000_000000000000011;
instr_mem[16] <= 32'b000001_00001_00001_0000000000000001;
instr_mem[17] <= 32'b011000_00000000000_000000000000001;
    end
    assign instr = instr_mem[addr];
endmodule
File: /design/flow/run.sh
#!/bin/bash
# OpenROAD 26Q1-2900-gdf79404cd8, Yosys 0.63+post, stock flow scripts
make -C /OpenROAD-flow-scripts/flow DESIGN_CONFIG=/design/flow/config.mk WORK_HOME=/design/flow/orfs finish
==> notes.md <==
Results of an implementation run.

Counting every instance in the synthesized netlist gives about 90. The sequential area share after synthesis is 0. The area of all sequential standard cells is 0 sq um. Summed over all cells, the static leakage comes to between 0.6 and 0.7 nW.

The first global-routing pass estimated approximately 4400 um of wire. The initialized floorplan defines 21 standard-cell rows. Hold-check failures listed in the final report amount to 0. Setup repair after global routing left no endpoint under its margin. The global-route usage over all layers is 0.08064. For this run, the number of standard cells in the final layout without fillers is 195. The final-layout clock buffer total is 0. The final timing summary puts the cycle share of the worst path at 0.9847. The cell at the slowest stage of the critical path is sky130_fd_sc_hd__clkdlybuf4s50_1. The first detailed-routing pass took 4 iterations. The critical path contains buffers and inverters numbering 4 combined.

The number of inserted filler cells in the final layout is around 330. The flow ran to the end, and the final reports show no timing, DRC or antenna violations. According to the I/O placement log, the pin count is between 40 and 50. Traced cell by cell, the critical path runs through buf_8 -> buf_8 -> ha_4 -> buf_4 -> and3_2 -> clkdlybuf4s50_1.

The highest clock rate is roughly 530 MHz. The total tool warning count is about 49. According to the floorplan report, the total die area is about 6400 sq um. After clock tree synthesis, the flow added hold-fix buffers numbering 0. The critical path is of the in2out type. The instance area at placement is between 1000 and 1500 sq um. The mean area per synthesized cell is 7.271 sq um. The die outline height is 80 um. The core box area is 3416 sq um.

The number of maximum-capacitance violations recorded for the run is 0. The yosys warning tally is 1. The endpoint of the worst hold-timing path is instr[16]. The path class of the tightest hold or removal check is in2out. STA classifies the critical path endpoint as an output port.

Recorded from the global router log, the overflow total was 0. The count of nets left with antenna violations after detail routing is 0. The average wire per standard cell is between 10 and 15 um. The distinct cell type count after synthesis is 39.

The basic-gate share of the synthesized area counting and, or, nand and nor cells is 0.2447. In this run the most critical hold path is launched from addr[2]. The sum of routed wire length over all layers is 2621 um. Power spread over the standard cell area amounts to a little over 200 nW/um^2.

The count of input and output buffers is 28. Per STA, the highest per-stage delay on the worst path measures around 0.40 ns. In this run the cell area of the synthesized design comes to approximately 650 sq um. After layout, the design draws a total of approximately 280 uW. The final setup TNS is 0 ns. The global placement routability congestion is 0.8732. The die is 80 um wide. The cell-mix breakdown from Yosys lists the compound-gate area share as 0.3270. Among the stages of the critical path, the cell type that occurs most often is sky130_fd_sc_hd__buf_8.

In the floorplan report the effective utilization is 0.1916. For this run, the script counts the antenna cells in the layout as 0. The final cell area excluding filler cells is approximately 1400 sq um.

The total half-perimeter wirelength after legalization and detailed placement is between 1500 and 2000 um. Yosys reports a chip area of ~650 sq um. The number of flip-flops and latches is 0. The layout summary lists the proportion of cells stronger than drive strength 1 as 0.5839. Grouping stages by cell kind, the critical path spends the most delay in buffers and inverters. Entering global routing, the biggest net connects 11 pins. The number of global-route vias before repair was just under 900. The number of max-slew violations in the final report is 0. The OpenROAD report gives the critical path a required time of 1.52 ns. VDD sags by at most 0.1272 mV. The number of cell instances after yosys synthesis is 90. STA puts the critical path data arrival time at approximately 1.5 ns. The worst path in the final design needs a cycle of 1.871 ns, including I/O delays and setup. The initial antenna violation count came to 0. STA classifies the critical path startpoint as a primary input. Relative to the synthesized area, the layout overhead comes to 107.6%.

Summing over every cut layer, the via total after detailed routing is just under 900. The routed layout reports a DRC error count of 0. In this run, the number of DRC markers left after iteration 0 of detailed routing was 27.

Per the synthesis report, the adder-cell share of the synthesized area is 0.1338. The worst hold path passes through 5 cells. The mux cell area share after synthesis is 0.04589. The routed design shows a via density per instance of between 4 and 5. For reference, the top logic cell family by area is AND-OR/OR-AND gates. The total instance count after detailed placement is between 150 and 200.

In this run, the synthesized area fraction spent on xor and xnor cells is recorded as 0. Per the timing report, the biggest fanout along the worst path comes to 8. From the final report, the count of setup violators was given as 0.
[power breakdown]
| group | switching (mW) | total, mW | internal (mW) |
|---|---|---|---|
| combinational | 0.117 | 0.277 | 0.159 |
| sequential | 0 | 0 | 0 |
| clock | 0 | 0 | 0 |
| total | 0.117 | 0.277 | 0.159 |
[stage by stage]
stage	hold WS (ns)	setup WS, ns	util
finish	1.201	0.02916	0.3978
global route	1.248	0.001964	0.3978
CTS	1.235	-0.03806	0.3886
detailed placement	1.843	-0.7367	0.3073
global placement	1.853	-0.7714	0.3073
floorplan	0.8740	0.1649	-
[tightest hold or removal path, stage by stage]
cell	delay (ns)
sky130_fd_sc_hd__buf_2	0.13
sky130_fd_sc_hd__nand2b_4	0.07
sky130_fd_sc_hd__inv_2	0.07
sky130_fd_sc_hd__a221oi_2	0.05
sky130_fd_sc_hd__buf_2	0.11
[timing repair]
action / CTS / global route
gates cloned: 1 / 0
setup buffers: 21 / 4
gates resized: 91 / 9
setup endpoints to repair: 23 / 9
pin swaps: 18 / 6
[worst max-delay path by stage]
stage         startpoint  cells after the start        end  slack (ns)
finish           addr[1]                      6  instr[12]        0.03
global route     addr[1]                      8  instr[16]       0.002
CTS              addr[0]                     11  instr[18]       -0.04
[cells in the mapped netlist, drive strengths merged]
cell type / n / share of area
a221oi: 1 / 0.023
nor4: 1 / 0.0096
and2b: 2 / 0.027
nand3: 1 / 0.0076
or2b: 1 / 0.011
ha: 7 / 0.13
nor3: 4 / 0.038
a2bb2oi: 1 / 0.013
a211o: 1 / 0.013
o221ai: 1 / 0.013
mux2i: 3 / 0.046
clkbuf: 1 / 0.0076
o311a: 1 / 0.015
o22ai: 1 / 0.0096
a21oi: 8 / 0.073
nor2b: 2 / 0.019
inv: 5 / 0.029
buf: 18 / 0.21
nand2: 6 / 0.034
a211oi: 7 / 0.088
a31oi: 1 / 0.0096
conb: 1 / 0.0057
or3: 2 / 0.019
o21ai: 1 / 0.0076
nand2b: 3 / 0.033
a22o: 1 / 0.013
nor3b: 1 / 0.011
a31o: 1 / 0.013
and3: 2 / 0.023
o21bai: 2 / 0.023
nor2: 2 / 0.011
a21boi: 1 / 0.011
[placed cells by master, fill, tap and decap left out, types with 3 or more instances in the layout]
| cell type | n |
|---|---|
| sky130_fd_sc_hd__buf_12 | 3 |
| sky130_fd_sc_hd__buf_8 | 4 |
| sky130_fd_sc_hd__buf_6 | 4 |
| sky130_fd_sc_hd__nand2_1 | 5 |
| sky130_fd_sc_hd__clkdlybuf4s50_1 | 3 |
| sky130_fd_sc_hd__mux2i_1 | 3 |
| sky130_fd_sc_hd__a21oi_2 | 4 |
| sky130_fd_sc_hd__a211oi_2 | 4 |
| sky130_fd_sc_hd__a21oi_1 | 4 |
| sky130_fd_sc_hd__buf_2 | 8 |
| sky130_fd_sc_hd__buf_4 | 33 |
| sky130_fd_sc_hd__ha_4 | 4 |
| sky130_fd_sc_hd__conb_1 | 9 |
| sky130_fd_sc_hd__dlygate4sd2_1 | 10 |
| sky130_fd_sc_hd__a211oi_1 | 3 |
[layer usage]
metal	global-route usage	wire (um)	vias to the layer above
li1	-	-	425
met1	0.1143	1202	419
met2	0.1372	1287	30
met3	0.005682	131	0
met4	0	0	0
met5	0	0	-
[cell families (layout without fill, tap and decap cells)]
logic type,Yosys count,after routing
muxes,3,3
buffers and inverters,24,75
and+or+nand+nor,27,27
adders and majority gates,7,7
other,1,9
AOI/OAI and AO/OA,28,28
[final cells by class]
class,instances,area [sq um],area share
inverter,5,23.77,0.01750
tap,46,57.56,0.04236
multi-input combinational,74,655.6,0.4825
timing repair buffer,70,621.8,0.4576
Power is estimated from default activity; no workload was simulated.
